**flow/run.sh**
```bash
#!/bin/bash
# OpenROAD 26Q1-2900-gdf79404cd8, Yosys 0.63+post, stock flow scripts
make -C /OpenROAD-flow-scripts/flow DESIGN_CONFIG=/design/flow/config.mk WORK_HOME=/design/flow/orfs finish
```
**flow/config.mk**
```make
export PLATFORM = sky130hd
export DESIGN_NAME = signals
export DESIGN_NICKNAME = signals
export VERILOG_FILES = /design/flow/design.v
export SDC_FILE = /design/flow/constraint.sdc
export NUM_CORES = 4
export LEC_CHECK = 1
export CORE_AREA = 10 10 70 70
export DIE_AREA = 0 0 80 80
```
**flow/constraint.sdc**
```tcl
current_design signals

set clk_period 1.0
set clk_io_pct 0.2

create_clock -name clk0 -period $clk_period [get_ports {clk}]

set non_clock_inputs [all_inputs -no_clocks]
set_input_delay [expr $clk_period * $clk_io_pct] -clock clk0 $non_clock_inputs
set_output_delay [expr $clk_period * $clk_io_pct] -clock clk0 [all_outputs]
```
**flow/design.v**
```verilog
module signals(s1,s2,s3,s4,s5,s6,s7,b1,b2,p1,p2,p3,p4,p5,p6,p7,p8,p9,clk);
input s1;
input s2;
input s3;
input s4;
input s5;
input s6;
input s7;
input b1;
input b2;
input clk;
output reg p1;
output reg p2;
output reg p3;
output reg p4;
output reg p5;
output reg p6;
output reg p7;
output reg p8;
output reg p9;
reg initialise=1;
always @(posedge clk)
begin
	if(initialise)
	begin
		p1<=0;
		p2<=0;
		p3<=0;
		p4<=0;
		p5<=0;
		p6<=0;
		p7<=0;
		p8<=0;
		p9<=0;
		initialise=0;
	end
	if(s1)
		p1<=1;
	else
		p1<=0;
	if(s2)
		p2<=1;
	else
		p2<=0;
	if(s3)
		p3<=1;
	else 
		p3<=0;
	if(s4)
		p4<=1;
	else 
		p4<=0;
	if(s5)
		p5<=1;
	else
		p5<=0;
	if(s6)
		p6<=1;
	else 
		p6<=0;
	if(s7)
		p7<=1;
	else 
		p7<=0;
	if(b1==0)
		p8<=1;
	else
		p8<=0;
	if(b2==0)
		p9<=1;
	else
		p9<=0;
end
endmodule
```
==> Changelog: implementation <==
## Flow update

- Max capacitance violation total: 0
- Switching fraction of total power: a little over a fifth
- Total count of hold-check failures in the final report: 0
- Mapped cell area: 188 µm²
- H-tree depth: 1
- Relative slew slack: between 90% and 100%
- DRC violations left: 0
- Crit path to: p4
- Post-synth seq share: between 90 and 100%
- Area growth from synthesis to layout: 131%
- Number of buffers inserted during clock tree synthesis: 3
- Count of standard-cell rows: 21
- Synth area leader: sky130_fd_sc_hd__dfxtp_1
- Final core area utilization: roughly 13%
- Unrepaired setup endpoints after global routing: false
- CTS tree: built
- Critical Path Max Stage Delay: 0.31 ns
- Clock-pin slew of the registers on the worst-case setup and hold paths: 0.07 ns
- Via count of the routed design: 149
- Total global-route track usage: between 2 and 2.5%
- Internal power summed over all cells: about 570 µW
- Critical path type: reg -> out
- Initial antenna violation count: 0
- Number of routed nets with antenna violations: 0
- Adder-cell share of the synthesized area: 0%
- Main logic family: buffers and inverters
- CTS max path bufs: 2
- Via count of the first global-routing pass: between 150 and 200
- Synthesized area per cell: ~17 µm²
- Number of antenna diodes: 0
- Total number of warnings across the stage logs: 26
- Chip area in the Yosys report: ~190 µm²
- Setup TNS: 0 ns
- Clock period minus worst slack: just under 1 ns
- Fraction of layout cells with a size suffix above 1: between 20% and 30%
- Sinks on the clock net: 9
- Count of state elements after synthesis: 9
- FP Util: under 10%
- Worst path cell trace: clkdlybuf4s15_1
- Area used by multi-input combinational logic: 0 µm²
- Final estimated routing congestion in global placement: between 0.6 and 0.7
- Launching instance or port of the critical path: p4
- Die outline width: around 80 µm
- Routed len/inst: ~9.5 µm
- Master cell of the clock root buffer: sky130_fd_sc_hd__clkbuf_4
- Run status: finished clean
- Post-Synth XOR/XNOR Area: 0%
- Largest net degree at the start of global routing: 7
- Synth cell types: 2
- Iter 0 DRT Violations: 1
- Total cells reported by yosys after synthesis: 11
- Share of the clock period used by the worst path: between 90% and 100%
- FMAX: 1030 MHz
- Max-slew violation total from the final report: 0
- Final Setup Violations: 0
- Port-buffer cells: 18
- Number of non-filler instances in the completed layout: between 70 and 80
- Most common logic cells in the final layout: sky130_fd_sc_hd__clkdlybuf4s50_1 (9), sky130_fd_sc_hd__dfxtp_1 (8), sky130_fd_sc_hd__clkdlybuf4s15_1 (5)
- Hold bufs inserted after CTS: 0
- Final worst setup slack: 0.0278 ns
- Total half-perimeter wirelength after legalization and detailed placement: between 600 and 700 µm
- Final standard cell area without fillers: 434 µm²
- Cell area reported after detailed placement: about 430 µm²
- Count of fill cells added during filler insertion: approximately 400
- Die y size: ~80 µm
- Compound Share, Synth: 0%
- Remaining Overflow, GRT: 0
- Critical path startpoint category: flip-flop
- Overall power after layout: a little over 700 µW
- Vias per std cell: 1.89
- Synth warn: 1
- Hold crit path type: in -> reg
- Area fraction in and, or, nand and nor cells: 0%
- Aggregate routed wire length: about 750 µm
- Post-route worst hold slack: between 0.3 and 0.4 ns
- Number of buffer and inverter instances along the worst setup path: 1
- Max IR drop VDD: just over 0.0008 V
- Multiplexer share: 0%
- Top logic cell by instance count in the layout: sky130_fd_sc_hd__clkdlybuf4s50_1
- Leakage power summed over all cells: approximately 0.18 nW
- Gate power share: 8.3%
- Clock network fraction of design power: roughly two fifths
- Combinational gate count: 0
- Placed Cells incl. Taps: around 75
- Worst path top cell family by delay: flip-flops
- Psw: 152 µW
- Top cell area share: between 90% and 100%
- Total Die Area: 6400 µm²
- Pwr per Cell Area: around 1700 nW/µm²
- Post-synthesis instance total: 11
- Detailed Routing Iterations Pass 1: 2
- Data required time at the worst endpoint: around 0.80 ns
- Pre-CTS setup slack: between 0.007 and 0.008 ns
- Arrival time at the worst endpoint: 0.77 ns
- Largest cells by area after synthesis: sky130_fd_sc_hd__dfxtp_1 (96%), sky130_fd_sc_hd__inv_1 (4.0%)
- Global-route wire length before repair: ~1 mm
- Reg power frac: between 50% and 60%
- Footprint of the flip-flops and latches: 181 µm²
- Crit path capture type: primary output
- Biggest fanout along the worst timing path: 1
- Placeable core region: around 3400 µm²
- Cell depth of the worst setup path: 1
- CP max-delay cell: sky130_fd_sc_hd__dfxtp_1
- Worst Max-Slew Pin Slew: between 0.09 and 0.1 ns
- I/O pins: 19
-- cell usage after synthesis, drive strengths merged --
master / instances
dfxtp: 9
inv: 2
-- registers in the layout, summed over array words and instances (netlist names) --
signal  count
p1          1
p2          1
p3          1
p4          1
p5          1
p6          1
p7          1
p8          1
p9          1
-- cell type report --
class | count | share of cell area, %
well taps | 46 | 13.3
clock buffers | 3 | 5.19
inverters | 2 | 1.73
flip-flops and latches | 9 | 41.8
clock inverters | 1 | 1.15
repair buffers | 18 | 36.9
-- cell families (layout without fill, tap and decap cells) --
family / count (synthesis) / count (layout)
flops: 9 / 9
buf+inv: 2 / 24
-- what timing repair did --
action                                  CTS  global route
endpoints found under the hold margin     0             0
gates cloned                              0             0
buffers inserted                          0             0
pin swaps                                 0             0
endpoints found under the setup margin    9             7
gates resized                            14             9
-- worst min-delay path by stage --
stage	startpoint	end	depth (start not counted)
finish	s4	p4	1
CTS	s4	p4	1
global route	s7	p7	1
-- power by group through the flow --
stage | Combinational, mW | Clock, mW | Sequential, mW
5_1_grt | 0.0671 | 0.308 | 0.385
4_1_cts | 0.0644 | 0.290 | 0.383
6_report | 0.0604 | 0.282 | 0.383
-- per-layer routing --
layer,wire length [µm],vias up,part of all wire [%],track usage [%]
met2,88,19,12,1.12
met1,498,56,66,3.73
met5,0,-,0,0
li1,-,74,-,-
met3,163,0,22,3.30
met4,0,0,0,0.176
Power figures rest on the tool's default switching activity, not on a simulated workload.
